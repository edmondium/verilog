**config.mk**
```make
export PLATFORM = sky130hd
export DESIGN_NAME = counter
export DESIGN_NICKNAME = counter
export VERILOG_FILES = /design/flow/design.v
export SDC_FILE = /design/flow/constraint.sdc
export NUM_CORES = 4
export LEC_CHECK = 1
export CORE_AREA = 10 10 70 70
export DIE_AREA = 0 0 80 80
```
**constraint.sdc**
```tcl
current_design counter

set clk_period 2.1
set clk_io_pct 0.2

create_clock -name clk0 -period $clk_period [get_ports {clk}]

set non_clock_inputs [all_inputs -no_clocks]
set_input_delay [expr $clk_period * $clk_io_pct] -clock clk0 $non_clock_inputs
set_output_delay [expr $clk_period * $clk_io_pct] -clock clk0 [all_outputs]
```
**design.v**
```verilog
module counter(out, clk, reset);
  parameter WIDTH = 8;
  output [WIDTH-1 : 0] out;
  input clk, reset;
  reg [WIDTH-1 : 0]   out;
  wire clk, reset;
  always @(posedge clk or posedge reset)
    if (reset)
      out <= 0;
    else
      out <= out + 1;
endmodule  
```
**run.sh**
```bash
#!/bin/bash
# OpenROAD 26Q1-2900-gdf79404cd8, Yosys 0.63+post, stock flow scripts
make -C /OpenROAD-flow-scripts/flow DESIGN_CONFIG=/design/flow/config.mk WORK_HOME=/design/flow/orfs finish
```
==> impl_report.txt <==
PHYSICAL IMPLEMENTATION REPORT
----------------------------------------------------
[Power and ir drop]
  Cell Pwr Density ........................ 556 nW/um2
  Static power due to leakage ........................ 0.000202 uW
  Max rail drop VDD ........................ 0.200 mV

[Yosys]
  Number of enable-type register cells in the synthesized netlist ........................ 0
  Ranking of synthesized cells by instance count ........................ 8 x sky130_fd_sc_hd__dfrtp_1, 3 x sky130_fd_sc_hd__xnor2_1, 3 x sky130_fd_sc_hd__xor2_1
  Ys flops ........................ 8
  Cell Type Count ........................ 11
  Most frequently used cell type in the post-synthesis netlist ........................ sky130_fd_sc_hd__dfrtp_1
  Synth Cell Area ........................ 320 um2
  Library cell with the largest summed area after synthesis ........................ sky130_fd_sc_hd__dfrtp_1
  Top area cell types ........................ sky130_fd_sc_hd__dfrtp_1 63%, sky130_fd_sc_hd__xnor2_1 8.2%, sky130_fd_sc_hd__xor2_1 8.2%
  Post-synth top area share ........................ 62.5%
  Instance count of the mapped netlist ........................ 25
  Average size of a mapped cell ........................ 12.8 um2
  Share of flip-flops with an asynchronous set or reset ........................ 100%
  Area of the synthesized netlist per yosys stat ........................ 320 um2
  Part of the Yosys area used for sequential elements ........................ 62.5%
  Ys flop type ........................ sky130_fd_sc_hd__dfrtp_1
  Ys cells ........................ 25
  Number of warnings reported in the yosys synthesis log ........................ 1

[Final layout]
  Combined flip-flop and latch cell area ........................ 200 um2
  Max reg flops ........................ 8
  Count of placed standard cells in the final layout, fillers left out ........................ 83
  Largest Register ........................ out
  Post-layout utilization of the core ........................ 14.4%
  Post-Layout Inst Area ........................ 490 um2
  Number of filler cells placed in the layout ........................ 397
  Share of layout cells above drive strength 1 ........................ 13.5%
  Regs by FF count ........................ out (8)
  Area growth from synthesis to layout ........................ 53.1%
  Logic area ........................ 113 um2

[CTS]
  Total of cells resized after clock tree synthesis ........................ 0
  Clock Sink Count ........................ 8
  Post-CTS setup-driven buffer insertion count ........................ 0
  Clock buffer count from CTS ........................ 3
  CTS Hold Bufs ........................ 0
  Clock latency on the worst-skew pair ........................ 0.25 ns
  Clock tree from TritonCTS ........................ done
  Clock root buffer master ........................ sky130_fd_sc_hd__clkbuf_4
  CTS H-tree depth ........................ 1
  CTS Buffer Depth ........................ 2
  Clock transition at the register clock pins on the worst setup and hold paths after CTS ........................ 0.05 ns

[Global routing]
  Antenna violations before repair ........................ 0
  Largest net degree at the start of global routing ........................ 9
  Total Routing Usage GR ........................ 2.38%
  Total global routing overflow ........................ 0
  Vias in the first global route ........................ 230
  Wire length of the first global-routing pass ........................ 1.17 mm

[Worst setup path]
  Worst path bufs/invs ........................ 1
  Peak per-stage delay on the critical path ........................ 0.51 ns
  CP Launch Type ........................ flop
  Critical-path maximum fanout ........................ 5
  Cell with the biggest individual delay on the critical path ........................ sky130_fd_sc_hd__clkdlybuf4s50_1
  Ordered list of cells on the worst path ........................ clkdlybuf4s50_1
  CP Capture Type ........................ output pin
  Req. time, crit path ........................ 1.68 ns
  Category of the critical setup timing path ........................ reg2out
  Top delay family on crit path ........................ buffers and inverters
  Arr. time, crit path ........................ 1.18 ns

[Place]
  Number of instances in the placed design ........................ 80
  RePlAce Congestion ........................ 0.662
  Cell area reported after detailed placement ........................ 468 um2
  Number of buffer cells added on primary ports ........................ 9
  HPWL Detailed ........................ 592 um

[Timing]
  Final hold slack ........................ 0.420 ns
  Setup TNS after final layout ........................ 0 ns
  Fmax ........................ 0.624 GHz
  Finish-stage setup viols ........................ 0
  Clock tree skew after final layout ........................ 0.00334 ns
  Relative slew slack ........................ 79.7%
  Final hold vios ........................ 0
  Slew @ Worst Pin ........................ 0.305 ns
  RSZ-0062 raised after global routing ........................ no
  Final count of pins violating max slew ........................ 0
  Period utilisation layout ........................ 76.3%
  Tmin final ........................ 1.60 ns

[Routing]
  Overall via count from detail_route ........................ 206
  DRC violations left ........................ 0
  DRC violation total after the first TritonRoute iteration ........................ 5
  Pre-Repair DR Iteration Count ........................ 2
  Wirelength per Cell ........................ 8.54 um
  Via-per-instance ratio ........................ 2.48
  Post-Route WL ........................ 709 um
  Remaining antenna violation count after routing ........................ 0
  Count of antenna diodes in the layout ........................ 0

[Floorplan]
  Number of standard-cell rows in the floorplan ........................ 21
  DIE WIDTH ........................ 80 um
  Starting density of the core ........................ 9.38%
  Area of the die ........................ 6400 um2
  Die extent in y ........................ 80 um
  Total I/O pin count ........................ 10
  Core Footprint ........................ 3420 um2

[Hold path]
  Path type of the worst min-delay path ........................ in2async

[Status]
  Run status ........................ completed

[Job]
  Number of warnings the tools reported ........................ 25
  Total of max-cap violations ........................ 0

----------------------------------------------------
routing by layer:
layer,track usage [%],routed length [um]
met1,2.98,360
met2,3.61,309
met3,1.14,39
met4,0.528,0
met5,0,0
stage by stage:
| stage | setup WS [ns] | power (uW) |
|---|---|---|
| floorplan | 1.19 | 159 |
| global placement | 0.737 | 162 |
| detailed placement | 0.739 | 162 |
| CTS | 0.465 | 280 |
| global route | 0.450 | 287 |
| finish | 0.497 | 273 |
cell families after synthesis:
logic type	count (synthesis)	synth area share, %
buffers and inverters	2	2.34
AND/OR/NAND/NOR	8	14.8
adder cells (fa/ha/maj)	1	3.91
flip-flops	8	62.5
XOR/XNOR	6	16.4
area by class of cell:
type | instances | share of cell area (%)
clock buffer | 3 | 4.59
inverter | 2 | 1.53
multi-input combinational | 15 | 23.0
sequential | 8 | 40.8
tap | 46 | 11.7
timing repair buffer | 9 | 18.4
power by group:
part	internal, uW	switching (uW)
Combinational	1.74	3.09
Clock	65.1	48.5
Sequential	154	0
cells in the final DEF (no fill, tap or decap):
cell type                         instances
sky130_fd_sc_hd__and3_1                   1
sky130_fd_sc_hd__clkbuf_4                 3
sky130_fd_sc_hd__clkdlybuf4s50_1          9
sky130_fd_sc_hd__dfrtp_1                  8
sky130_fd_sc_hd__ha_1                     1
sky130_fd_sc_hd__inv_1                    2
sky130_fd_sc_hd__nand2_1                  2
sky130_fd_sc_hd__nand3_1                  2
sky130_fd_sc_hd__nand3_2                  1
sky130_fd_sc_hd__nor2_1                   1
sky130_fd_sc_hd__nor3_2                   1
sky130_fd_sc_hd__xnor2_1                  3
sky130_fd_sc_hd__xor2_1                   3
worst register-to-register path: stages, from the launching register on:
cell	delay (ns)
sky130_fd_sc_hd__dfrtp_1	0.43
sky130_fd_sc_hd__nand3_2	0.15
sky130_fd_sc_hd__nor3_2	0.21
sky130_fd_sc_hd__xor2_1	0.15
path summary, 6_finish.rpt:
path | start | to | slack [ns] | cells past startpoint
worst max-delay path | out[2]$_DFF_PP0_ | out[2] | 0.50 | 1
worst min-delay path | reset | out[7]$_DFF_PP0_ | 0.42 | 2
worst max register to register | out[2]$_DFF_PP0_ | out[7]$_DFF_PP0_ | 1.09 | 3
worst min register to register | out[7]$_DFF_PP0_ | out[7]$_DFF_PP0_ | 0.47 | 1
max in group asynchronous | reset | out[0]$_DFF_PP0_ | 1.45 | 2
min in group clk0 | out[7]$_DFF_PP0_ | out[7]$_DFF_PP0_ | 0.47 | 1
Power and IR drop assume default switching activity.
