==> design/flow/design.v <==
`timescale 1ns / 1ps
module ALU (
    input [3:0] a,
    input [3:0] b,
    input [2:0] op,
    output reg [7:0] result
);
    always @ (*)
    case (op)
        0 : result = a + b;
        1 : result = a * b;
        2 : result = a % b;
        3 : result = a & b;
        4 : result = a - b;
        5 : result = a / b;
        6 : result = a | b;
        7 : result = a ^ b;
    endcase
endmodule
==> design/flow/run.sh <==
#!/bin/bash
# OpenROAD 26Q1-2900-gdf79404cd8, Yosys 0.63+post, stock flow scripts
make -C /OpenROAD-flow-scripts/flow DESIGN_CONFIG=/design/flow/config.mk WORK_HOME=/design/flow/orfs finish
==> design/flow/config.mk <==
export PLATFORM = sky130hd
export DESIGN_NAME = ALU
export DESIGN_NICKNAME = ALU
export VERILOG_FILES = /design/flow/design.v
export SDC_FILE = /design/flow/constraint.sdc
export NUM_CORES = 4
export LEC_CHECK = 1
export CORE_AREA = 10 10 89 89
export DIE_AREA = 0 0 99 99
==> design/flow/constraint.sdc <==
current_design ALU

set clk_period 10.9
set clk_io_pct 0.2

create_clock -name clk0 -period $clk_period

set non_clock_inputs [all_inputs -no_clocks]
set_input_delay [expr $clk_period * $clk_io_pct] -clock clk0 $non_clock_inputs
set_output_delay [expr $clk_period * $clk_io_pct] -clock clk0 [all_outputs]
==> notes.md <==
Flow results.

- The flow ran to the end, but the final reports show violations.
- The final reports fail on setup timing.
- The final tally of setup violations is 8.
- The number of clock buffers in the layout is 0.
- The share of synthesized cell area in full adder, half adder and majority cells is 28.21%.
- The cell that appears most often on the critical path is ha_4.
- Setup repair after global routing could not meet its margin everywhere.
- The detailed-route vias per instance is 5.559.
- The worst slack at placement is -2.417 ns.
- The transition time recorded at the tightest slew-check pin is 0.6622 ns.
- The global-route wire length before repair is 16510 um.
- The synthesis report lists the Yosys warning total as 1.
- Across every metal layer, demand over resource in global routing totals 19.70%.
- The number of DRC markers after the initial detailed-route iteration is 135.
- The worst path in the final design needs a cycle of 12.24 ns, including I/O delays and setup.
- The placement stage leaves a total instance area of 0.004000 sq mm.
- The launch point of the worst hold path is b[0].
- After technology mapping, the gate count stands at 375.
- The script extracted a total leakage power of 2.250 nW.
- The number of global-route vias before repair came to 3453.
- The length of the first detailed-routing pass in iterations is 4.
- Summed over all failing endpoints, the final setup total negative slack is -10.23 ns.
- The headroom to the max-slew limit is 55.44%.
- The longest incremental delay of any stage on the critical path is reported as 0.37 ns.
- Summing every instance area after synthesis gives 0.002848 sq mm.
- In this run the count of I/O pins placed on the die edge is 19.
- The total power after layout is 0.7685 mW.
- Per the GRT congestion report, total overflow comes to 0.
- In this run, the synthesized area fraction spent on AND-OR/OR-AND gates is recorded as 35.02%.
- The final timing summary puts the cycle share of the worst path at 112.3%.
- The final standard cell area without fillers is 0.004692 sq mm.
- The count of cells in the finished layout, fillers not included, comes to 615.
- The floorplan-stage core utilization is 47.54%.
- The number of warnings in the stage logs is 47.
- During placement, the flow inserted port buffers numbering 19.
- Once placement completed, the tool counted placed cells totaling 566.
- Sorting the Yosys area breakdown by cell type puts at the top ha_1.
- Checking hold timing, the worst path is listed with class input pin to output port.
- The count of cell types in the netlist is 70.
- The flow reported a cell area power density of 163.8 mW/mm^2.
- The worst-path cell with the longest stage delay is or3_4.
- The critical path endpoint category is an output port.
- At the worst endpoint, the required time is 8.72 ns.
- The final layout contains a sequential cell count of 0.
- The sequential cell area fraction in the yosys report is 0%.
- The final worst hold slack is 5.093 ns.
- After legalization and detailed placement, the total HPWL measured 7256 um.
- Among logic cells in the layout, the one with the most instances is buf_4.
- Entering global routing, the biggest net connects 28 pins.
- For this run, the share of the core covered by cells in the final layout is 78.32%.
- Per the final timing report, the hold violations number 0.
- In this run the VDD rail shows a maximum IR drop of 269.1 uV.
- Post-synthesis, Yosys gives the total cell area as 0.002848 sq mm.
- The area inside the core boundary is 0.005991 sq mm.
- By instance count after routing, the leading logic cell types are 138 x buf_4, 41 x ha_1, 36 x nor2_1, 26 x inv_1, 22 x nand2_1.
- The share of post-route cells with drive strength above 1 is 45.00%.
- From bottom edge to top edge, the die measures 99 um.
- The arrival time of data at the worst endpoint is listed as 10.06 ns.
- The last weighted congestion value of the routability-driven placer is 0.9163.
- The share of synthesized area spent on multiplexers is 5.097%.
- The final route contains 3419 vias.
- Grouping non-sequential cells by family puts the most area in AND-OR/OR-AND gates.
- TritonRoute reported its final design rule violation total as 0.
- The relative area change from synthesis to final layout is 64.76%.
- Averaged over all synthesized cells, the footprint is 7.594 sq um.
- The number of inserted diodes is 0.
- The element type at the critical path start is an input pin.
- The largest driver fanout on the critical path is 6.
- The post-detailed-routing wire length is 10130 um.
- According to the timing report, the critical path is launched from b[0].
- The synthesis report lists the most area-consuming cells as ha_1 23%, nor2_1 5.4%, fa_1 4.9%.
- The area of the die is 0.009801 sq mm.
- The final-report max-slew violation count is 0.
- The final setup slack of the worst path is -1.338 ns.
- In the Yosys report the total cell count is 375.
- The report puts the hold buffer count at CTS at 0.
- In the final layout, flip-flops and latches occupy 0 sq um.
- For this sky-water flow run, the detailed-routed wirelength per cell is reported as 16.47 um.
- The initial antenna violation count is 0.
- Of the post-synthesis cell area, the dominant cell type holds 23.29%.
- The floorplan has 28 rows.
- The post-synthesis share of cell area spent on xor and xnor gates is 3.998%.
- The number of maximum-capacitance violations recorded for the run is 0.
- The worst setup path category is input pin to output port.
- The final antenna-violating net count is 0.
- The simple-gate area share of the yosys netlist is 22.93%.
- Timing would allow up to 81.72 MHz.
- According to the floorplan report, the die width is 99 um.
[layer usage]
layer	vias to the layer above	track usage [%]	routed length, um
li1	1760	-	-
met1	1588	27.25	4858
met3	8	1.762	379
met5	-	0	0
met4	0	2.315	102
met2	63	33.37	4786
[synthesized netlist by cell type (6+ instances only)]
cell type,instances
a21oi_1,22
fa_1,7
xor2_1,8
o21ai_0,20
inv_1,30
mux2i_1,10
and3_1,6
a21o_1,11
nor2b_1,7
nor2_1,41
ha_1,53
o221ai_1,6
nor3_1,7
o211ai_1,6
nand2_1,25
o21a_1,9
[path summary, 6_finish.rpt]
check        end  slack, ns  cells after the start
max    result[7]      -1.34                     46
min    result[0]       5.09                      6
[layout make-up]
cell class / count / area, sq um
multi-input combinational: 343 / 3181
timing repair buffer: 167 / 1297
inverter: 30 / 120.1
fill: 401 / 1299
tap: 75 / 93.84
[worst max-delay path: cells and delay by family]
family	cells	cell delay, ns
AOI/OAI and AO/OA	21	3.40
xor gates and xnor gates	1	0.19
adders and majority gates	6	1.51
buffers and inverters	5	0.55
muxes	1	0.25
and+or+nand+nor	12	1.95
[kinds of logic (layout without fill, tap and decap cells)]
logic type,after synthesis,after routing
other cells,1,4
simple gates,124,124
xor+xnor,13,13
compound gates,128,128
buf+inv,35,197
mux,14,14
fa+ha+maj,60,60
[power breakdown]
| group | switching (mW) | internal (mW) |
|---|---|---|
| combinational | 0.336 | 0.432 |
| clock | 0 | 0 |
| sequential | 0 | 0 |
| total | 0.336 | 0.432 |
[what timing repair did]
item	in CTS	in global routing
gates resized	84	21
endpoints found under the setup margin	8	8
gates cloned	0	0
buffers inserted	38	12
pin swaps	39	35
Power is estimated from default activity; no workload was simulated.
